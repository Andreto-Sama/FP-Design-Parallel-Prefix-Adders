==> ./design.v <==
module HCA #(parameter width = 16)
  (
    input [width-1:0] A, 
    input [width-1:0] B,
    output [width:0] sum
  );
  parameter depth = $clog2(width);
  wire p[depth+1:0][width-1:0], g[depth+1:0][width-1:0];
  genvar i;
  generate
    for (i = 0; i < width; i = i + 1) begin : step_0
      assign p[0][i] = A[i] ^ B[i];
      assign g[0][i] = A[i] & B[i];
    end
  endgenerate
  genvar j;
  generate
    for(j = 1; j < depth+1; j = j + 1) begin : computation_step
      for (i = 0; i < width; i = i + 1) begin : computation_bit
        if((i+1) % 2 == 0) begin  
          if (i >= 2**(j-1)) begin
            assign p[j][i] = p[j-1][i] & p[j-1][i-2**(j-1)];
            assign g[j][i] = (p[j-1][i] & g[j-1][i-2**(j-1)]) | g[j-1][i];
          end
          else begin
            assign p[j][i] = p[j-1][i];
            assign g[j][i] = g[j-1][i];
          end            
  	    end
  	    else begin
            assign p[j][i] = p[j-1][i];
            assign g[j][i] = g[j-1][i];
        end 
      end
    end
  endgenerate
  assign p[depth+1][0] = p[depth][0];
  assign g[depth+1][0] = g[depth][0];
  generate
    for(i = 1; i < width; i = i +1) begin
      if(i % 2 == 0) begin
        assign p[depth+1][i] = p[depth][i] & p[depth][i-1];
        assign g[depth+1][i] = (p[depth][i] & g[depth][i-1]) | g[depth][i];
      end
      else begin
        assign p[depth+1][i] = p[depth][i];
        assign g[depth+1][i] = g[depth][i];
      end
    end
  endgenerate
  assign sum[0] = p[0][0];
  generate
    for (i = 1; i < width; i = i + 1) begin : calculate_sum
      assign sum[i] = p[0][i] ^ g[depth+1][i-1];
    end
  endgenerate
  assign sum[width] = g[depth+1][width-1];
endmodule
==> ./run.sh <==
#!/bin/bash
# OpenROAD 26Q1-2900-gdf79404cd8, Yosys 0.63+post, stock flow scripts
make -C /OpenROAD-flow-scripts/flow DESIGN_CONFIG=/design/flow/config.mk WORK_HOME=/design/flow/orfs finish
==> ./config.mk <==
export PLATFORM = sky130hd
export DESIGN_NAME = HCA
export DESIGN_NICKNAME = HCA
export VERILOG_FILES = /design/flow/design.v
export SDC_FILE = /design/flow/constraint.sdc
export NUM_CORES = 4
export LEC_CHECK = 1
export CORE_AREA = 10 10 80 80
export DIE_AREA = 0 0 90 90
==> ./constraint.sdc <==
current_design HCA

set clk_period 6.1
set clk_io_pct 0.2

create_clock -name clk0 -period $clk_period

set non_clock_inputs [all_inputs -no_clocks]
set_input_delay [expr $clk_period * $clk_io_pct] -clock clk0 $non_clock_inputs
set_output_delay [expr $clk_period * $clk_io_pct] -clock clk0 [all_outputs]
==> reports/results.tsv <==
stage	metric	value	unit
run_status	status	complete, no violations	
layout	instances_no_fill	177	
grt	antenna_found_initial	0	
logic_synthesis	ys_sh_xor	0.09780	
timing	clock.fmax	190.1	MHz
worst_setup_path	criticalPathCategory	input pin to output port	
worst_setup_path	cp-start-kind	input pin	
detailed_routing	ant_nets	0	
worst_setup_path	critPathArrivalTime	4.04	ns
timing	rsz0062_at_grt	no	
job	warning_count	32	
grt	grt_util_all_layers	0.04725	
detailed_routing	drt_iter0_drc	3	
detailed_routing	routedWlPerCell	10.91	um
layout	drive_gt1_frac	0.04545	
floorplanning	core_util_floorplan	0.1327	
grt	first_global_vias	696	
power_and_ir_drop	p_leak	0.4858	nW
power_and_ir_drop	clkPwrFrac	0	
timing	slew_violations	0	
layout	nClkBuffers	0	
clock_network	ctsResizeCount	0	
power_and_ir_drop	comb_power_share	1.000	
timing	setup_tns	0	ns
detailed_routing	viasPerCell	3.588	
power_and_ir_drop	intPower	78.29	uW
floorplanning	num_io_pins	49	
layout	synthToLayoutAreaGrowth	89.22	%
timing	worst_pin_slew	0.3403	ns
timing	timing.hold.ws	3.468	ns
logic_synthesis	yosys_area	626.9	um2
power_and_ir_drop	swShare	0.3205	
logic_synthesis	synthSimpleGateAreaFrac	0.05788	
worst_setup_path	end_kind	output port	
logic_synthesis	syn_avg_cell_area	9.950	um2
timing	finalCritPeriodShare	0.8622	
layout	lay_top_cells	49 x clkdlybuf4s50_1, 15 x ha_1, 8 x fa_1	
power_and_ir_drop	switching_power	36.93	uW
power_and_ir_drop	peakVddDrop	0.03540	mV
logic_synthesis	adder_share	0.5549	
logic_synthesis	yosys.area.top_type	ha_1	
logic_synthesis	syn_area	626.9	um2
layout	flops	0	
placed_design	dp.cells	177	
logic_synthesis	top_cells_by_area	ha_1 30%, fa_1 26%, xor2_1 9.8%, a21oi_1 4.0%, o211ai_2 4.0%	
timing	maxSlewHeadroom	0.7707	
grt	grt_overflow	0	
floorplanning	rows	25	
timing	finalSetupViolCount	0	
detailed_routing	wirelength	1.931	mm
clock_network	cts_setup_buffers	0	
placed_design	gp_congestion	0.7863	
timing	fin_crit	5.259	ns
placed_design	port_buffers	49	
detailed_routing	num_antenna_cells	0	
power_and_ir_drop	powerDensity	97.14	mW/mm2
grt	grt_max_degree	5	
worst_setup_path	cp_max_fo	3	
placed_design	dp.final_hpwl	1.866	mm
layout	flop_area	0	um2
logic_synthesis	yosys_cells	63	
logic_synthesis	aoi_share	0.2535	
detailed_routing	vias	635	
power_and_ir_drop	power_frac_seq	0	
floorplanning	die_h	90	um
floorplanning	dieArea	0.008100	mm2
logic_synthesis	synth_warnings	1	
logic_synthesis	yosys.area.top_type_share	0.2994	
floorplanning	die_x	90	um
grt	grt_pass1_wl	3.277	mm
clock_network	cts_hold_buf	0	
logic_synthesis	ys_seq_frac	0	
floorplanning	core-area	0.004723	mm2
timing	hold_viol_final	0	
logic_synthesis	synth_cell_types	19	
hold_path	hold_path.class	input pin to output port	
layout	final_common_cell	clkdlybuf4s50_1	
job	drv_cap	0	
detailed_routing	route.detailed.drc	0	
logic_synthesis	synth_cells	63	
logic_synthesis	muxShareOfSynthArea	0	
worst_setup_path	required	4.88	ns
logic_synthesis	synth.logic.top_family	adder cells	
detailed_routing	first_pass_iters	3	
==> metrics by stage <==
stage / total power, mW / util / setup slack, ns / cell area [um2]
after floorplan: 0.03963 / - / 1.838 / 626.9
after global placement: 0.1189 / 0.2511 / 0.7979 / 1186
after detailed placement: 0.1183 / 0.2511 / 0.7877 / 1186
after CTS: 0.1195 / 0.2511 / 0.7843 / 1186
after global routing: 0.1321 / 0.2511 / 0.6211 / 1186
final: 0.1152 / 0.2511 / 0.8408 / 1186
==> critical path, stage by stage <==
cell             delay [ns]
clkdlybuf4s50_1        0.41
ha_1                   0.21
fa_1                   0.43
a211oi_2               0.28
o211ai_2               0.11
a41oi_2                0.26
a21oi_1                0.11
fa_1                   0.38
xor2_1                 0.14
clkdlybuf4s50_1        0.48
==> final cells by class <==
class                      instances  area [um2]
fill                             519        3537
multi-input combinational         59       604.3
timing repair buffer              49       490.5
inverter                           2       7.507
tap                               67       83.83
==> path summary, 6_finish.rpt <==
path	startpoint	end	cells after the start
setup / recovery	A[0]	sum[15]	10
hold / removal	B[0]	sum[0]	3
==> metal layers <==
metal  track usage  vias to the layer above  wire [um]
met3      0.009220                        0        114
met1       0.06263                      278        934
met2       0.08232                       31        882
li1              -                      326          -
met4             0                        0          0
met5             0                        -          0
==> cell usage after synthesis <==
cell type / number
a21oi_1: 5
a22oi_2: 1
nor3_1: 1
a21o_1: 3
nand3_1: 1
o211ai_2: 2
a41oi_2: 1
o21a_1: 2
inv_1: 2
o21ai_0: 3
ha_1: 15
fa_1: 8
o211ai_1: 1
buf_4: 2
a211oi_2: 1
a211oi_1: 1
nor2_1: 3
xor2_1: 7
nand2_1: 4
==> logic make-up after synthesis <==
group / Yosys count
AND-OR/OR-AND: 20
buffers and inverters: 4
AND/OR/NAND/NOR: 9
adder cells (fa/ha/maj): 23
XOR/XNOR: 7
==> power groups by stage <==
stage	clock network (mW)	registers, mW	logic (mW)
6_report	0	0	0.115
5_1_grt	0	0	0.132
4_1_cts	0	0	0.120
Power is estimated from default activity; no workload was simulated.
