## /design/flow/design.v

```verilog
module addsub #(parameter width = 27) (
    input logic [width - 1:0] in1, in2,              
    input logic eop,                                 
    output logic [width - 1:0] res,                  
    output logic carry, sign_sub                     
);
    logic [width - 1:0] sum;
    logic [width - 1:0] in3;
    assign sign_sub = (in2 > in1);
    assign in3 = (eop) ? (-in2) : (in2);
    BKA #(.width(width)) BKA1(.A(in1), .B(in3), .sum({carry, sum}));
    assign res = (eop && sign_sub) ? (-sum) : sum;
endmodule
module BKA #(parameter width = 16)
  (
    input [width-1:0] A, 
    input [width-1:0] B,
    output [width:0] sum
  );
  parameter depth = $clog2(width);
  parameter k = 2*depth;
  wire p[2*depth-1:0][width-1:0], g[2*depth-1:0][width-1:0];
  genvar i;
  generate
    for (i = 0; i < width; i = i + 1) begin : step_0
      assign p[0][i] = A[i] ^ B[i];
      assign g[0][i] = A[i] & B[i];
    end
  endgenerate
  genvar j;
  generate
    for(j = 1; j <= depth; j = j + 1) begin : computation_step_h1
      for (i = 0; i < width; i = i + 1) begin : computation_bit_h1
        if((i+1) % 2**j) begin  
          assign p[j][i] = p[j-1][i];
          assign g[j][i] = g[j-1][i];
        end 
        else begin
          assign p[j][i] = p[j-1][i] & p[j-1][i-(2**j-2**(j-1))];
          assign g[j][i] = (p[j-1][i] & g[j-1][i-(2**j-2**(j-1))]) | g[j-1][i];
  	end
      end
    end
  endgenerate
  generate
    for(j = depth - 1; j > 0; j = j - 1) begin : computation_step_h2
      for (i = 0; i < 2**j; i = i + 1) begin : computation_bit_h2_1
        assign p[k-j][i] = p[k-j-1][i];
        assign g[k-j][i] = g[k-j-1][i];
      end
      for (i = 2**j; i < width; i = i + 1) begin : computation_bit_h2_2
        if((i+1-2**(j-1)) % 2**j) begin  
          assign p[k-j][i] = p[k-j-1][i];
          assign g[k-j][i] = g[k-j-1][i];
        end 
        else begin
          assign p[k-j][i] = p[k-j-1][i] & p[k-j-1][i-2**(j-1)];
          assign g[k-j][i] = (p[k-j-1][i] & g[k-j-1][i-2**(j-1)]) | g[k-j-1][i];
  	end
      end
    end
  endgenerate
  assign sum[0] = p[0][0];
  generate
    for (i = 1; i < width; i = i + 1) begin : calculate_sum
      assign sum[i] = p[0][i] ^ g[k-1][i-1];
    end
  endgenerate
  assign sum[width] = g[k-1][width-1];
endmodule
```

## /design/flow/config.mk

```make
export PLATFORM = sky130hd
export DESIGN_NAME = addsub
export DESIGN_NICKNAME = addsub
export VERILOG_FILES = /design/flow/design.v
export SDC_FILE = /design/flow/constraint.sdc
export NUM_CORES = 4
export LEC_CHECK = 1
export CORE_UTILIZATION = 30
```

## /design/flow/constraint.sdc

```tcl
current_design addsub

set clk_period 13.4
set clk_io_pct 0.2

create_clock -name clk0 -period $clk_period

set non_clock_inputs [all_inputs -no_clocks]
set_input_delay [expr $clk_period * $clk_io_pct] -clock clk0 $non_clock_inputs
set_output_delay [expr $clk_period * $clk_io_pct] -clock clk0 [all_outputs]
```

## /design/flow/run.sh

```bash
#!/bin/bash
# OpenROAD 26Q1-2900-gdf79404cd8, Yosys 0.63+post, stock flow scripts
make -C /OpenROAD-flow-scripts/flow DESIGN_CONFIG=/design/flow/config.mk WORK_HOME=/design/flow/orfs finish
```

==> run summary <==
The full implementation flow was run.

The maximum number of pins on one net before global-route repair stands at 28. The worst hold path begins at in1[26]. Before placement the cells fill between 30% and 40% of the core.

The script reports the combined buffer and inverter count of the critical path as 2. The synthesized netlist was found by Yosys to have between 300 and 400 cells. The final hold violation count stands at 0.

For the final routed database, the setup TNS stands at 0 ns. The number of buffers added on ports stands at approximately 84. For this run, the number of Yosys warnings is 1.

The maximum resistive drop on vdd stands at around 0.026 mV. The total power per unit cell area stands at 64.61 nW/um^2. The global route stage reports its total congestion overflow as 0. The critical path's largest stage delay stands at 0.57 ns.

The proportion of synthesized chip area in sequential cells stands at 0%. The total count of max-transition violations in the final report stands at 0. The synthesized area per cell stands at between 7 and 8 um^2. STA puts the critical path data arrival time at approximately 8.4 ns. Compared with the post-synthesis result, the final layout area differs by 34.65%.

The number of sequential cells reported for the layout is 0. The first TritonRoute pass finished after 4 iterations. STA classifies the critical path startpoint as an input port. After the first detailed-routing iteration, the DRC count stood at 79. In this design, the largest share of critical-path delay is due to simple AND/OR/NAND/NOR gates. The part of the cycle the worst path needs stands at between 80% and 90%. The data required time at the worst endpoint stands at 10.72 ns. Summing every instance area after synthesis gives approximately 2900 um^2. In this run the core area contains 35 standard-cell rows. After layout, the minimum clock period comes to 11.09 ns. The worst setup path is of the in -> out kind.

Max-cap violations in this run came to 0. The count of clock buffers in the final design stands at 0. The stat command in Yosys gives a chip area of about 2900 um^2. The critical path maximum fanout is 6.

Setup repair after global routing left no endpoint under its margin. The placement summary gives the final routability congestion estimate as around 0.9. The finished layout holds a little under 600 standard cells, fillers aside. OpenSTA lists the critical path startpoint as in2[4].

Of the cells placed in the final design, the portion with a size suffix greater than 1 is around 2.7%. STA classifies the critical path endpoint as an output pin. The report puts the hold buffer count at CTS at 0. The post-detailed-placement half-perimeter wirelength stands at roughly 7000 um. The I/O pin count stands at roughly 84. The cell count after synthesis came out at around 370. The total number of vias stands at about 2800. The post-CTS setup buffer count stands at 0. The number of placed instances with taps included stands at just under 600.

The height of the die stands at 99.52 um. The leakage dissipation stands at between 1.5 and 2 nW. After synthesis, the netlist uses 52 different library cells. The first global-routing pass estimated between 10000 and 15000 um of wire. The die is roughly 100 um wide. The worst relative slew slack stands at between 50% and 60%. Walking the worst path, the cells encountered are clkdlybuf4s50_1, or4_4, nor4_1, nand2_1, o31ai_1, xnor2_1, ha_1, and4_1, nand3_1, o31ai_1, nand2_1, and2_1, fa_1, xor2_1, nand4_1, nor4_1, nand2_1, nor2b_1, a21oi_1, xnor2_1, clkdlybuf4s50_1. Per the STA report, the cell with the highest stage delay on the worst path is or4_4. In this build the clock could be raised as far as approximately 90 MHz. The setup-violating endpoint count in the final report stands at 0.

Post-CTS repair ended up resizing 0 cells. The number of vias per cell after detailed routing stands at approximately 4.8. The region available for standard cell placement spans ~9000 um^2. For the pin with the worst max-slew slack, the measured transition is 0.6428 ns. OpenROAD emitted warnings numbering 33. The total wire length stands at between 7000 and 8000 um. The overall global routing resource usage stands at 16.10%. The per-cell routed wire length stands at approximately 13 um. The routed design ends up with an antenna cell count of 0. The sequential cells in the finished layout cover a total of 0 um^2.

The routed layout reports a DRC error count of 0. The via count of the first global-routing pass stands at around 2700. The flow ran to the end, and the final reports show no timing, DRC or antenna violations. The initial antenna violation count was 0. The number of nets with antenna violations after detailed routing stands at 0.

The cell that appears most often on the critical path is nand2_1. Note that the worst hold path type here is in -> out. The die outline area stands at ~9900 um^2.
-- area by class of cell --
class,count,area (um^2)
Multi-Input combinational cell,324,2670
Inverter,41,153.9
Tap cell,129,161.4
Fill cell,917,5399
Timing Repair Buffer,86,855.8
-- synth_stat cells, drive strengths merged, types with 2 or more instances --
cell type | instances | share of area (%)
ha | 54 | 24
fa | 14 | 9.8
or4 | 5 | 1.6
buf | 3 | 0.61
o21ai | 16 | 2.8
nand2b | 6 | 1.3
nand3 | 6 | 1.1
a211o | 3 | 0.92
nand3b | 4 | 1.1
or3 | 4 | 1.1
a31oi | 6 | 1.3
inv | 41 | 5.4
clkbuf | 3 | 0.39
nand2 | 24 | 3.2
a21o | 9 | 2.4
and2 | 4 | 0.97
and4 | 2 | 0.61
a21oi | 26 | 4.6
a211oi | 2 | 0.53
nand4 | 8 | 1.8
nor4 | 8 | 2.5
xnor2 | 41 | 13
nor3b | 2 | 0.92
nor3 | 8 | 1.4
o31ai | 7 | 2.0
nor2b | 2 | 0.44
o41ai | 4 | 1.2
nor2 | 24 | 3.2
xor2 | 21 | 6.4
-- final timing paths --
| check | slack, ns | cells past startpoint | endpoint |
|---|---|---|---|
| min | 6.45 | 5 | carry |
| max | 2.31 | 21 | res[26] |
-- kinds of logic (layout without fill, tap and decap cells) --
kind of cell / after synthesis / in the layout / synth area share, %
xor gates and xnor gates: 62 / 62 / 19.04
muxes: 1 / 1 / 0.3509
and+or+nand+nor: 110 / 110 / 21.97
buffers and inverters: 47 / 127 / 6.404
adders and majority gates: 68 / 68 / 33.51
AOI/OAI and AO/OA: 83 / 83 / 18.73
-- layer usage --
metal	global-route usage [%]	routed length (um)	up-vias
li1	-	-	1492
met4	0.9050	53	0
met1	24.01	3993	1248
met3	1.072	255	4
met5	0	0	-
met2	26.98	3385	52
-- cells in the final DEF (no fill, tap or decap), types with 9 or more instances in the layout --
| cell type | count |
|---|---|
| a21o_1 | 9 |
| a21oi_1 | 26 |
| clkdlybuf4s50_1 | 84 |
| fa_1 | 14 |
| ha_1 | 54 |
| inv_1 | 41 |
| nand2_1 | 23 |
| nor2_1 | 24 |
| o21ai_0 | 16 |
| xnor2_1 | 41 |
| xor2_1 | 21 |
-- per-stage QoR --
stage               area [um^2]  util (%)  hold slack (ns)  setup slack [ns]  power, mW
floorplan                  2853         -            5.588             3.890     0.1301
global placement           3841     41.57            6.453             2.429     0.2471
detailed placement         3841     41.57            6.457             2.270     0.2496
CTS                        3841     41.57            6.456             2.249     0.2506
global route               3841     41.57            6.524             1.807     0.2777
finish                     3841     41.57            6.452             2.315     0.2482
-- report_power, final --
group | internal (mW) | total (mW) | switching, mW
clock network | 0 | 0 | 0
logic | 0.140 | 0.248 | 0.108
registers | 0 | 0 | 0
Power is estimated from default activity; no workload was simulated.
