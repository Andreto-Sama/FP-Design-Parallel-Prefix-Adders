==> flow/design.v <==
module exp_logic #(parameter sig_width  = 23, ex_width = 8) (
    input logic [ex_width - 1:0] Ea, Eb, Ec,                         
    output logic [ex_width + 1:0] shift,                             
    output logic [ex_width + 1:0] sd,                                
    output logic [ex_width + 1:0] max_exp,                           
    output logic prod_undf                                           
); 
    localparam [ex_width - 1:0] bias = 2**(ex_width - 1) - 1;
    localparam shift_bias = sig_width + 4;                           
    logic [ex_width - 1:0] neg_bias;
    assign neg_bias = (-bias);
    logic [ex_width + 1:0] Eab, Et;                                      
    BKA #(.width(ex_width)) BKA1(.A(Ea), .B(Eb), .sum(Et));		 
    assign Eab = Et - bias;						 
    assign prod_undf = (signed'(Eab) < 0);
    logic sign_exp;                                                  
    assign sd = Eab - Ec;                                         
    assign sign_exp = sd[ex_width + 1];
    assign max_exp = (sign_exp) ? {2'b0, Ec} : Eab;                  
    logic [ex_width + 1:0] signed_shift;                             
    assign signed_shift = sd + shift_bias;
    assign shift = (signed_shift[ex_width + 1]) ? '0 : signed_shift;  
endmodule
module BKA #(parameter width = 16)
  (
    input [width-1:0] A, 
    input [width-1:0] B,
    output [width:0] sum
  );
  parameter depth = $clog2(width);
  parameter k = 2*depth;
  wire p[2*depth-1:0][width-1:0], g[2*depth-1:0][width-1:0];
  genvar i;
  generate
    for (i = 0; i < width; i = i + 1) begin : step_0
      assign p[0][i] = A[i] ^ B[i];
      assign g[0][i] = A[i] & B[i];
    end
  endgenerate
  genvar j;
  generate
    for(j = 1; j <= depth; j = j + 1) begin : computation_step_h1
      for (i = 0; i < width; i = i + 1) begin : computation_bit_h1
        if((i+1) % 2**j) begin  
          assign p[j][i] = p[j-1][i];
          assign g[j][i] = g[j-1][i];
        end 
        else begin
          assign p[j][i] = p[j-1][i] & p[j-1][i-(2**j-2**(j-1))];
          assign g[j][i] = (p[j-1][i] & g[j-1][i-(2**j-2**(j-1))]) | g[j-1][i];
  	end
      end
    end
  endgenerate
  generate
    for(j = depth - 1; j > 0; j = j - 1) begin : computation_step_h2
      for (i = 0; i < 2**j; i = i + 1) begin : computation_bit_h2_1
        assign p[k-j][i] = p[k-j-1][i];
        assign g[k-j][i] = g[k-j-1][i];
      end
      for (i = 2**j; i < width; i = i + 1) begin : computation_bit_h2_2
        if((i+1-2**(j-1)) % 2**j) begin  
          assign p[k-j][i] = p[k-j-1][i];
          assign g[k-j][i] = g[k-j-1][i];
        end 
        else begin
          assign p[k-j][i] = p[k-j-1][i] & p[k-j-1][i-2**(j-1)];
          assign g[k-j][i] = (p[k-j-1][i] & g[k-j-1][i-2**(j-1)]) | g[k-j-1][i];
  	end
      end
    end
  endgenerate
  assign sum[0] = p[0][0];
  generate
    for (i = 1; i < width; i = i + 1) begin : calculate_sum
      assign sum[i] = p[0][i] ^ g[k-1][i-1];
    end
  endgenerate
  assign sum[width] = g[k-1][width-1];
endmodule
==> flow/run.sh <==
#!/bin/bash
# OpenROAD 26Q1-2900-gdf79404cd8, Yosys 0.63+post, stock flow scripts
make -C /OpenROAD-flow-scripts/flow DESIGN_CONFIG=/design/flow/config.mk WORK_HOME=/design/flow/orfs finish
==> flow/config.mk <==
export PLATFORM = sky130hd
export DESIGN_NAME = exp_logic
export DESIGN_NICKNAME = exp_logic
export VERILOG_FILES = /design/flow/design.v
export SDC_FILE = /design/flow/constraint.sdc
export NUM_CORES = 4
export LEC_CHECK = 1
export CORE_AREA = 10 10 79 79
export DIE_AREA = 0 0 89 89
==> flow/constraint.sdc <==
current_design exp_logic

set clk_period 10.3
set clk_io_pct 0.2

create_clock -name clk0 -period $clk_period

set non_clock_inputs [all_inputs -no_clocks]
set_input_delay [expr $clk_period * $clk_io_pct] -clock clk0 $non_clock_inputs
set_output_delay [expr $clk_period * $clk_io_pct] -clock clk0 [all_outputs]
==> flow_results.org <==
#+TITLE: Synthesis and PnR summary

** Place
- Per the gpl log, the routability congestion estimate is 0.810.
- Summed over all nets, the half-perimeter wirelength after detailed placement is 2840 um.
- Placed cell count :: 261
- The count of buffers added on input and output ports is 54.

** Floorplanning
- The chip occupies 7920 um^2.
- After floorplanning, the core was sized to cover 4660 um^2.
- Cell Rows :: 25
- Top-level I/O count :: 55
- The floorplan step set the die width to 89 um.
- Die outline height :: 89 um
- In the floorplan report the effective utilization is 0.254.

** Worst setup path
- Biggest cell delay along the critical path :: 0.64 ns
- Critical path data required time :: 8.24 ns
- Data arrives at the worst endpoint at 7.14 ns.
- The worst setup path is launched from an input pin.
- Slowest cell on crit path :: nor4_2
- The report lists the cells along the critical path as clkdlybuf4s50_1 -> ha_1 -> inv_1 -> fa_1 -> nor2b_1 -> o21a_1 -> nor2_1 -> fa_1 -> nor3_2 -> nand3_1 -> xnor2_1 -> ha_1 -> inv_1 -> a31oi_1 -> o31a_1 -> nor3b_1 -> ha_1 -> nor4_2 -> nor4b_2 -> clkdlybuf4s50_1.
- Cell repeated most along the worst path :: ha_1
- Worst-path fanout max :: 21
- Crit Path Class :: in2out
- Setup crit end kind :: primary output
- Along the critical path, the tally of buffer and inverter instances is 4.
- Among cell families on the critical path, the largest total delay comes from adder cells.

** GRT
- The via count of the first global-routing pass was 1247.
- The global routing report lists combined usage of all routing layers as 0.0795.
- The global route stage reports its total congestion overflow as 0.
- The initial antenna violation count was 0.
- Pin count of the biggest net entering global routing :: 22
- Global-route wire length before repair :: 5340 um

** Synth
- The number of cells reported by Yosys stat comes to 156.
- Yosys stat chip area :: 1180 um^2
- Dividing the synthesized area by the synthesized cell count gives 7.58 um^2.
- Synthesis instantiated 41 different standard cells from the library.
- Count of synthesis-stage warnings from yosys :: 2
- The mapped netlist covers 1180 um^2.
- Gate Count Post-Synth :: 156
- Register area share after synthesis :: 0

** Drt
- Number of detailed-route iterations in the first pass :: 4
- Number of antenna-violating nets in the routed design :: 0
- Detailed routing inserted a total of about 1200 vias.
- Per the detail_route report, vias per standard cell equal between 4 and 5.
- Antenna repair during routing inserted a diode count of 0.
- The first routing iteration left 50 violations.
- Wires add up to 3080 um.
- The routed design shows a wire length per standard cell of 11.8 um.
- Drc violations :: 0

** Layout
- Leaving out fill and tap cells, the most frequent cell in the layout is clkdlybuf4s50_1.
- Highest-count cells in the layout ignoring fill and taps :: clkdlybuf4s50_1, inv_1, ha_1, nor2_1, xnor2_1
- The finished layout holds ~260 standard cells, fillers aside.
- Sequential cells :: 0
- Storage element area :: 0 um^2
- The final layout report lists a clock buffer count of 0.
- Area added between synthesis and finish :: 50.2%
- The layout summary lists the proportion of cells stronger than drive strength 1 as 0.0773.

** Final timing
- Post-route minimum period :: 9.20 ns
- Adding up every negative setup slack in the final design gives 0 ns.
- Final max-slew violation count :: 0
- Hold Fails Final Rpt :: 0
- Unrepaired setup endpoints after global routing :: no
- Fmax :: 109 MHz
- Period utilization :: 0.893
- In this run the tightest slew margin relative to its limit is 0.542.
- Transition time of the tightest slew-check pin :: 0.681 ns
- Per the finish-stage timing summary, setup violations number 0.

** Clocking
- Once the clock tree was built, the resizer swapped 0 gates to a different size.
- Setup bufs post-CTS :: 0
- After clock tree synthesis, the flow added hold-fix buffers numbering 0.

** Power and ir drop
- Per the summary, power density relative to cell area is 219 nW/um^2.
- Static power due to leakage :: approximately 0.76 nW
- Across the VDD grid, the largest voltage drop is 0.0877 mV.

** Min path
- Class of the tightest hold or removal check :: in2out

** Run
- OpenROAD warning count :: 32
- Maxcap violations :: 0

** Status
- The run finished with clean final reports.
-- area by class of cell --
type | count | area [um^2]
Inverter | 25 | 93.8
Multi-Input combinational cell | 128 | 1070
Tap cell | 54 | 67.6
Fill cell | 500 | 2890
Timing Repair Buffer | 54 | 541
-- power breakdown --
part | switching (mW) | total, mW | internal, mW
registers | 0 | 0 | 0
logic | 0.159 | 0.389 | 0.230
clock network | 0 | 0 | 0
-- per-stage QoR --
stage               utilization  hold WS (ns)  cell area (um^2)  power, mW  setup WS, ns
floorplan                     -          4.17              1180      0.197          2.52
global placement          0.381          5.09              1780      0.397          1.13
detailed placement        0.381          5.08              1780      0.397          1.04
CTS                       0.381          5.08              1780      0.399          1.04
global route              0.381          5.13              1780      0.438         0.497
finish                    0.381          5.06              1780      0.389          1.10
-- routing by layer --
metal | vias to the layer above | global-route usage | part of all wire
li1 | 640 | - | -
met1 | 514 | 0.0948 | 0.41
met2 | 30 | 0.150 | 0.49
met3 | 0 | 0.0184 | 0.093
met4 | 0 | 0 | 0
met5 | - | 0 | 0
-- cell families after synthesis --
| kind of cell | after synthesis | synth area share |
|---|---|---|
| AND-OR/OR-AND | 34 | 0.213 |
| multiplexers | 4 | 0.0381 |
| other | 1 | 0.00317 |
| buffers and inverters | 28 | 0.0921 |
| adder cells (fa/ha/maj) | 23 | 0.275 |
| XOR/XNOR | 20 | 0.161 |
| AND/OR/NAND/NOR | 46 | 0.218 |
-- synth_stat cells (2+ instances only) --
library cell	count	area, um^2
xor2_1	8	70.1
nand3_1	6	30.0
nor2_1	14	52.6
o31ai_1	2	15.0
inv_1	25	93.8
mux2_2	4	45.0
nand2_1	6	22.5
ha_1	18	225
nor3b_1	2	15.0
o21a_1	5	37.5
o31a_1	2	17.5
clkbuf_1	2	7.51
nor3_1	7	35.0
fa_1	5	100
a21oi_1	7	35.0
o21ai_0	5	25.0
a31oi_1	4	25.0
xor2_2	2	32.5
xnor2_1	10	87.6
-- final timing paths --
| kind | start | endpoint | slack, ns | depth (start not counted) |
|---|---|---|---|---|
| worst max-delay path | Ea[0] | shift[2] | 1.10 | 20 |
| worst min-delay path | Ec[3] | max_exp[3] | 5.06 | 4 |
Power figures rest on the tool's default switching activity, not on a simulated workload.
