[flow/design.v]
module add #(parameter width = 74) (
    input logic [width - 1:0] in1, in2,              
    output logic [width - 1:0] res,                  
    output logic carry                               
);
    BKA #(.width(width)) BKA1(.A(in1), .B(in2), .sum({carry, res}));
endmodule
module BKA #(parameter width = 16)
  (
    input [width-1:0] A, 
    input [width-1:0] B,
    output [width:0] sum
  );
  parameter depth = $clog2(width);
  parameter k = 2*depth;
  wire p[2*depth-1:0][width-1:0], g[2*depth-1:0][width-1:0];
  genvar i;
  generate
    for (i = 0; i < width; i = i + 1) begin : step_0
      assign p[0][i] = A[i] ^ B[i];
      assign g[0][i] = A[i] & B[i];
    end
  endgenerate
  genvar j;
  generate
    for(j = 1; j <= depth; j = j + 1) begin : computation_step_h1
      for (i = 0; i < width; i = i + 1) begin : computation_bit_h1
        if((i+1) % 2**j) begin  
          assign p[j][i] = p[j-1][i];
          assign g[j][i] = g[j-1][i];
        end 
        else begin
          assign p[j][i] = p[j-1][i] & p[j-1][i-(2**j-2**(j-1))];
          assign g[j][i] = (p[j-1][i] & g[j-1][i-(2**j-2**(j-1))]) | g[j-1][i];
  	end
      end
    end
  endgenerate
  generate
    for(j = depth - 1; j > 0; j = j - 1) begin : computation_step_h2
      for (i = 0; i < 2**j; i = i + 1) begin : computation_bit_h2_1
        assign p[k-j][i] = p[k-j-1][i];
        assign g[k-j][i] = g[k-j-1][i];
      end
      for (i = 2**j; i < width; i = i + 1) begin : computation_bit_h2_2
        if((i+1-2**(j-1)) % 2**j) begin  
          assign p[k-j][i] = p[k-j-1][i];
          assign g[k-j][i] = g[k-j-1][i];
        end 
        else begin
          assign p[k-j][i] = p[k-j-1][i] & p[k-j-1][i-2**(j-1)];
          assign g[k-j][i] = (p[k-j-1][i] & g[k-j-1][i-2**(j-1)]) | g[k-j-1][i];
  	end
      end
    end
  endgenerate
  assign sum[0] = p[0][0];
  generate
    for (i = 1; i < width; i = i + 1) begin : calculate_sum
      assign sum[i] = p[0][i] ^ g[k-1][i-1];
    end
  endgenerate
  assign sum[width] = g[k-1][width-1];
endmodule
[flow/run.sh]
#!/bin/bash
# OpenROAD 26Q1-2900-gdf79404cd8, Yosys 0.63+post, stock flow scripts
make -C /OpenROAD-flow-scripts/flow DESIGN_CONFIG=/design/flow/config.mk WORK_HOME=/design/flow/orfs finish
[flow/config.mk]
export PLATFORM = sky130hd
export DESIGN_NAME = add
export DESIGN_NICKNAME = add
export VERILOG_FILES = /design/flow/design.v
export SDC_FILE = /design/flow/constraint.sdc
export NUM_CORES = 4
export LEC_CHECK = 1
export CORE_AREA = 10 10 145 145
export DIE_AREA = 0 0 155 155
[flow/constraint.sdc]
current_design add

set clk_period 20.7
set clk_io_pct 0.2

create_clock -name clk0 -period $clk_period

set non_clock_inputs [all_inputs -no_clocks]
set_input_delay [expr $clk_period * $clk_io_pct] -clock clk0 $non_clock_inputs
set_output_delay [expr $clk_period * $clk_io_pct] -clock clk0 [all_outputs]
==> impl_results.html <==
<!-- implementation run metrics -->
<table>
<tr><th>Metric</th><th>Value</th></tr>
<tr><th colspan="2">Status</th></tr>
<tr><td>Result of the run</td><td>finished clean</td></tr>
<tr><th colspan="2">Setup path</th></tr>
<tr><td>Crit-path max cell delay</td><td>a little under 0.5 ns</td></tr>
<tr><td>Critical path's slowest cell</td><td>clkdlybuf4s50_1</td></tr>
<tr><td>Crit end category</td><td>output port</td></tr>
<tr><td>Critical path peak fanout</td><td>5</td></tr>
<tr><td>CP Cell Sequence</td><td>clkdlybuf4s50_1, ha_1, fa_1, a211o_1, a211oi_2, or3_1, a21boi_1, a211o_1, a41oi_1, o21ai_1, a21boi_0, inv_1, fa_1, xor2_1, clkdlybuf4s50_1</td></tr>
<tr><td>CP Launch Point</td><td>in1[0]</td></tr>
<tr><td>Worst Setup Path Type</td><td>in -&gt; out</td></tr>
<tr><td>Capture point of the worst path</td><td>res[73]</td></tr>
<tr><td>Launching element type of the critical path</td><td>input port</td></tr>
<tr><td>Required time at the worst-slack endpoint</td><td>16.56 ns</td></tr>
<tr><td>Critical Path AT</td><td>roughly 8.4 ns</td></tr>
<tr><th colspan="2">Synthesis</th></tr>
<tr><td>YS warnings</td><td>1</td></tr>
<tr><td>Total cell area reported by yosys after synthesis</td><td>3090 um2</td></tr>
<tr><td>Average cell area after synthesis</td><td>roughly 9.3 um2</td></tr>
<tr><td>Mapped Cells</td><td>333</td></tr>
<tr><td>Dominant cell type by area after synthesis</td><td>ha_1</td></tr>
<tr><td>Post-Synthesis Cell Area</td><td>~3100 um2</td></tr>
<tr><td>Top post-synthesis cells by area</td><td>ha_1, fa_1, xor2_1</td></tr>
<tr><td>Cells in synth_stat.txt</td><td>333</td></tr>
<tr><td>Number of unique standard cell types used by synthesis</td><td>41</td></tr>
<tr><td>Synth Seq Share</td><td>0%</td></tr>
<tr><td>Fraction of post-synthesis cell area in the top cell type by area</td><td>29.6%</td></tr>
<tr><th colspan="2">Power and ir drop</th></tr>
<tr><td>Share of total power in combinational logic</td><td>roughly 100%</td></tr>
<tr><td>Switch Pwr</td><td>0.0591 mW</td></tr>
<tr><td>Clock network fraction of total power</td><td>0%</td></tr>
<tr><td>Total power divided by cell area</td><td>30.5 nW/um2</td></tr>
<tr><td>Power Internal</td><td>0.112 mW</td></tr>
<tr><td>Reported leakage power</td><td>around 2.5 nW</td></tr>
<tr><td>Post-layout total power</td><td>around 0.17 mW</td></tr>
<tr><td>Largest vdd supply drop</td><td>between 0.00001 and 0.000015 V</td></tr>
<tr><td>Switching power share of the total</td><td>34.5%</td></tr>
<tr><td>Sequential Power Share</td><td>0%</td></tr>
<tr><th colspan="2">Drt</th></tr>
<tr><td>DRC violations left</td><td>0</td></tr>
<tr><td>Total via count after detailed routing</td><td>3294</td></tr>
<tr><td>DRC marker count from the first detailed-route iteration</td><td>46</td></tr>
<tr><td>Total routed wirelength</td><td>11900 um</td></tr>
<tr><td>Detailed-routing iteration count for the pre-antenna-repair pass</td><td>4</td></tr>
<tr><td>Number of antenna-violating nets in the routed design</td><td>0</td></tr>
<tr><td>Average via count per standard cell</td><td>between 4 and 5</td></tr>
<tr><td>Average wire length per cell after detail routing</td><td>15.2 um</td></tr>
<tr><th colspan="2">Finish</th></tr>
<tr><td>Layout overhead on the synthesized area</td><td>81.5%</td></tr>
<tr><td>Share of layout cells above drive strength 1</td><td>around 1.4%</td></tr>
<tr><td>Layout fillers</td><td>1877</td></tr>
<tr><td>Post-Layout Cell Count</td><td>786</td></tr>
<tr><td>Count of clock-net buffers in the final layout</td><td>0</td></tr>
<tr><td>Area taken by flip-flops and latches</td><td>0 um2</td></tr>
<tr><td>Flops</td><td>0</td></tr>
<tr><th colspan="2">Timing</th></tr>
<tr><td>Final tally of setup violations</td><td>0</td></tr>
<tr><td>Max-Slew Margin vs Limit</td><td>72.4%</td></tr>
<tr><td>Unrepaired setup endpoints after global routing</td><td>no</td></tr>
<tr><td>Worst-case setup margin in the final layout</td><td>about 8 ns</td></tr>
<tr><td>Final cycle utilization of the critical path</td><td>60.6%</td></tr>
<tr><td>Number of hold violations in the final report</td><td>0</td></tr>
<tr><td>Final slew viol count</td><td>0</td></tr>
<tr><td>Final TNS setup</td><td>0 ns</td></tr>
<tr><td>Post-layout minimum cycle time</td><td>12.55 ns</td></tr>
<tr><td>Maximum frequency from static timing analysis</td><td>0.0797 GHz</td></tr>
<tr><td>Measured slew at the worst slew-check pin</td><td>0.408 ns</td></tr>
<tr><th colspan="2">Die</th></tr>
<tr><td>DIE AREA</td><td>24000 um2</td></tr>
<tr><td>Initial cell density of the core</td><td>17.2%</td></tr>
<tr><td>Width of the die</td><td>about 160 um</td></tr>
<tr><td>I/O pin count</td><td>223</td></tr>
<tr><td>Y dimension of the die</td><td>155 um</td></tr>
<tr><td>Std-Cell Core Area</td><td>18000 um2</td></tr>
<tr><td>Core Rows</td><td>49</td></tr>
<tr><th colspan="2">Global routing</th></tr>
<tr><td>Residual overflow from global routing</td><td>0</td></tr>
<tr><td>Wire length of the first global-routing pass</td><td>18900 um</td></tr>
<tr><td>Number of global-route vias before repair</td><td>3523</td></tr>
<tr><td>Antenna violations before repair</td><td>3</td></tr>
<tr><td>Overall global routing resource usage</td><td>9.69%</td></tr>
<tr><td>Pin count of the biggest net entering global routing</td><td>6</td></tr>
<tr><th colspan="2">Placed design</th></tr>
<tr><td>Placer congestion estimate</td><td>between 0.8 and 0.9</td></tr>
<tr><td>Buffers on Ports</td><td>approximately 220</td></tr>
<tr><td>Half-perimeter wire length after detailed placement</td><td>approximately 11000 um</td></tr>
<tr><td>Number of cells in the design after placement</td><td>a little under 800</td></tr>
<tr><td>Post-placement setup slack</td><td>between 8 and 9 ns</td></tr>
<tr><th colspan="2">Min path</th></tr>
<tr><td>Path category of the worst min-delay check</td><td>in -&gt; out</td></tr>
<tr><th colspan="2">CTS</th></tr>
<tr><td>Post-CTS setup-driven buffer insertion count</td><td>0</td></tr>
<tr><td>Number of gates resized after cts</td><td>0</td></tr>
<tr><td>Post-cts hold-fix buffer tally</td><td>0</td></tr>
<tr><th colspan="2">Flow run</th></tr>
<tr><td>Max_cap viols</td><td>0</td></tr>
<tr><td>Number of OpenROAD warnings</td><td>32</td></tr>
</table>
## how the worst min path moves through the flow
stage,slack [ns],endpoint,cells past startpoint,from
global route,9.33,res[0],3,in2[0]
CTS,9.31,res[0],3,in2[0]
finish,9.30,res[0],3,in2[0]
## cells by family (layout without fill, tap and decap cells)
| family | Yosys count | after routing | share of synthesized area [%] |
|---|---|---|---|
| adder cells (fa/ha/maj) | 110 | 110 | 53.6 |
| XOR/XNOR | 36 | 36 | 10.2 |
| buffers and inverters | 24 | 246 | 3.04 |
| other | 0 | 2 | 0 |
| AND-OR/OR-AND | 106 | 106 | 23.2 |
| AND/OR/NAND/NOR | 57 | 57 | 9.93 |
## layout by cell type (no fill, tap or decap), types with 9 or more instances in the layout
cell,Yosys,final
clkdlybuf4s50_1,0,223
ha_1,73,73
fa_1,37,37
xor2_1,32,32
a21o_1,31,31
a21oi_1,26,26
inv_1,22,22
nand2_1,20,20
o21ai_0,17,17
nand4_1,9,9
## synthesized netlist by cell type, types with 3 or more instances
library cell  instances
ha_1                 73
fa_1                 37
xor2_1               32
a21o_1               31
a21oi_1              26
inv_1                22
nand2_1              20
o21ai_0              17
nand4_1               9
a211o_1               5
and4_1                5
nand3_1               5
nor2_1                5
o21a_1                5
xnor2_1               4
nor2b_1               3
nor3_1                3
or3_1                 3
## metal layers
metal  track usage, %  up-vias  routed length, um
li1                 -     1679                  -
met1             11.4     1488               4770
met2             16.9      123               5840
met3             4.28        2               1310
met4                0        2                  0
met5                0        -                 17
## through the flow
stage / instance area (um2) / utilization (%) / hold slack, ns
final: 5600 / 31.2 / 9.30
after detailed placement: 5600 / 31.2 / 9.32
after CTS: 5600 / 31.2 / 9.31
after global routing: 5600 / 31.2 / 9.33
after global placement: 5600 / 31.2 / 9.31
after floorplan: 3090 / - / 8.39
## worst max-delay path: cells and delay by family
family | cells | cell delay [ns]
AND-OR/OR-AND | 7 | 1.96
XOR/XNOR | 1 | 0.14
adder cells (fa/ha/maj) | 3 | 1.01
buffers and inverters | 3 | 0.99
AND/OR/NAND/NOR | 1 | 0.17
## power groups by stage
| stage | Combinational, mW | Clock, mW | Sequential (mW) |
|---|---|---|---|
| 4_1_cts | 0.176 | 0 | 0 |
| 5_1_grt | 0.193 | 0 | 0 |
| 6_report | 0.171 | 0.0000000130 | 0 |
## area by class of cell
type	instances	area [um2]	area share, %
multi-input combinational	309	2990	53.4
timing repair buffer	223	2230	39.8
tap	229	287	5.12
inverter	23	86.3	1.54
antenna	2	5.00	0.0893
Power figures rest on the tool's default switching activity, not on a simulated workload.
