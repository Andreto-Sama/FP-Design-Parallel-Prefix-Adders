==> /design/flow/run.sh <==
#!/bin/bash
# OpenROAD 26Q1-2900-gdf79404cd8, Yosys 0.63+post, stock flow scripts
make -C /OpenROAD-flow-scripts/flow DESIGN_CONFIG=/design/flow/config.mk WORK_HOME=/design/flow/orfs finish
==> /design/flow/config.mk <==
export PLATFORM = sky130hd
export DESIGN_NAME = normalize_mult
export DESIGN_NICKNAME = normalize_mult
export VERILOG_FILES = /design/flow/design.v
export SDC_FILE = /design/flow/constraint.sdc
export NUM_CORES = 4
export LEC_CHECK = 1
export CORE_AREA = 10 10 70 70
export DIE_AREA = 0 0 80 80
==> /design/flow/constraint.sdc <==
current_design normalize_mult

set clk_period 2.0
set clk_io_pct 0.2

create_clock -name clk0 -period $clk_period

set non_clock_inputs [all_inputs -no_clocks]
set_input_delay [expr $clk_period * $clk_io_pct] -clock clk0 $non_clock_inputs
set_output_delay [expr $clk_period * $clk_io_pct] -clock clk0 [all_outputs]
==> /design/flow/design.v <==
module normalize_mult #(parameter sig_width=23, ex_width=8) (
    input logic [2*sig_width+1:0] mant_mult,
    input logic [ex_width+1:0] exp_sub,
    output logic sticky_bit, guard_bit,
    output logic [sig_width-1:0] mant_norm,
    output logic [ex_width+1:0] exp_norm 
);
    logic count;  
    assign count = ~(mant_mult[2*sig_width+1]);  
    logic [ex_width+1:0] exp_plusone;
    BKA #(.width(ex_width+2)) BKA1(.A(exp_sub), .B(1'b1), .sum(exp_plusone));  
    always_comb begin
        exp_norm = count? exp_sub : exp_plusone;
        if (~count) begin 
            mant_norm = mant_mult[2*sig_width:sig_width+1]; 
            guard_bit = mant_mult[sig_width];
            sticky_bit = |mant_mult[sig_width-1:0];
        end
        else begin
            mant_norm = mant_mult[2*sig_width-1:sig_width];
            guard_bit = mant_mult[sig_width-1];
            sticky_bit = |mant_mult[sig_width-2:0];
        end 
    end
endmodule
module BKA #(parameter width = 16)
  (
    input [width-1:0] A, 
    input [width-1:0] B,
    output [width:0] sum
  );
  parameter depth = $clog2(width);
  parameter k = 2*depth;
  wire p[2*depth-1:0][width-1:0], g[2*depth-1:0][width-1:0];
  genvar i;
  generate
    for (i = 0; i < width; i = i + 1) begin : step_0
      assign p[0][i] = A[i] ^ B[i];
      assign g[0][i] = A[i] & B[i];
    end
  endgenerate
  genvar j;
  generate
    for(j = 1; j <= depth; j = j + 1) begin : computation_step_h1
      for (i = 0; i < width; i = i + 1) begin : computation_bit_h1
        if((i+1) % 2**j) begin  
          assign p[j][i] = p[j-1][i];
          assign g[j][i] = g[j-1][i];
        end 
        else begin
          assign p[j][i] = p[j-1][i] & p[j-1][i-(2**j-2**(j-1))];
          assign g[j][i] = (p[j-1][i] & g[j-1][i-(2**j-2**(j-1))]) | g[j-1][i];
  	end
      end
    end
  endgenerate
  generate
    for(j = depth - 1; j > 0; j = j - 1) begin : computation_step_h2
      for (i = 0; i < 2**j; i = i + 1) begin : computation_bit_h2_1
        assign p[k-j][i] = p[k-j-1][i];
        assign g[k-j][i] = g[k-j-1][i];
      end
      for (i = 2**j; i < width; i = i + 1) begin : computation_bit_h2_2
        if((i+1-2**(j-1)) % 2**j) begin  
          assign p[k-j][i] = p[k-j-1][i];
          assign g[k-j][i] = g[k-j-1][i];
        end 
        else begin
          assign p[k-j][i] = p[k-j-1][i] & p[k-j-1][i-2**(j-1)];
          assign g[k-j][i] = (p[k-j-1][i] & g[k-j-1][i-2**(j-1)]) | g[k-j-1][i];
  	end
      end
    end
  endgenerate
  assign sum[0] = p[0][0];
  generate
    for (i = 1; i < width; i = i + 1) begin : calculate_sum
      assign sum[i] = p[0][i] ^ g[k-1][i-1];
    end
  endgenerate
  assign sum[width] = g[k-1][width-1];
endmodule
==> flow_summary.yaml <==
# physical design summary
logic_synthesis:
  netlist_area_um2: 679.4
  top_area_frac: 0.4862
  ys_seq_frac: 0
  yosysWarnings: 3
  yosysCellCount: 60
  ys_top_cells_by_area: "mux2_4 49%, buf_12 8.8%, mux2_2 8.3%"
  avgSynthCellArea_um2: 11.32
  synth_cells: 60
  synth_cell_type_count: 14
  yosys-stat-area_um2: 679.4
  yosysTopAreaCell: "mux2_4"
flow_run:
  warnings: 33
  cap_violations: 0
final_layout:
  drive_gt1_frac: 0.3620
  final_util: 0.5187
  stdcell_count: 209
  nClkBuffers: 0
  flops: 0
  area_delta_synth_final_pct: 160.8
  fin_area_mm2: 0.001772
  regArea_um2: 0
  comb_area_um2: 696.9
  fill_cells: 324
global_routing:
  grt_pass1_wl_um: 4809
  grt_max_degree: 21
  grt_pass1_vias: 1041
  grt_util_all_layers: 0.09051
  antenna_found_initial: 0
  grt.overflow.total: 0
die:
  io_pins: 93
  fp_util: 0.1989
  core-area_mm2: 0.003416
  num_rows: 21
  die_y_um: 80
  dieArea_mm2: 0.006400
  die_w_um: 80
power:
  ir_drop_v: 0.00008449
  p_leak_nw: 0.7333
  p_per_area_mw_per_mm2: 196.0
critical_path:
  worstPathCellList: "buf_4 -> ha_4 -> and3_4 -> and3_4 -> ha_4 -> mux2_4 -> buf_2"
  crit_path_start_kind: "input port"
  arrival_ns: 1.56
  cp.required_ns: 1.60
  cp_max_fo: 2
  critPathTopFamily: "adder cells"
  critical_path_class: "input port to output pin"
  max_stage_delay_ns: 0.24
  cp_num_buf_inv: 2
  crit_slowest_cell: "mux2_4"
  cp-end-kind: "output pin"
placed_design:
  io_buffers: 93
  dpl.cell_count: 208
  place_ws_ns: -0.7247
  hpwl_um: 2873
  dpl_cell_area_mm2: 0.001702
  place_congestion: 0.7902
route:
  wl_met2_um: 1251
  drc: 0
  dr_wl_met3_um: 600
  met1Wirelength_um: 1257
  top_layer: "met3"
  post_drt_wl_per_cell_um: 14.88
  via_per_inst: 4.134
  vias: 864
  dr.pass1.iters: 2
  insertedDiodeCount: 0
  drt-total-wl_um: 3109
  drt_iter0_markers: 12
  antenna_left: 0
sta:
  fin_crit_sh: 0.9813
  fmax_mhz: 509.5
  worst_pin_slew_ns: 0.2273
  final_max_slew_viol_count: 0
  max-slew-margin-rel: 0.8470
  fin_ws_ns: 0.03739
  period_needed_ns: 1.963
  finalHoldViolCount: 0
  finalSetupViolations: 0
  timing.hold.ws_ns: 1.307
  rsz0062_at_grt: "no"
clocking:
  postCtsHoldBufs: 0
hold_path:
  holdCritPathClass: "input port to output pin"
status:
  status: "finished, final reports clean"
## stage by stage
step	power [mW]	TNS (ns)
after floorplan	0.1034	0
after global placement	0.3499	-4.553
after detailed placement	0.3507	-4.496
after CTS	0.3512	0
after global routing	0.3761	0
final	0.3473	0
## area by class of cell
cell class | count | area share
repair buffers | 107 | 0.5742
multi-input cells | 56 | 0.3934
well taps | 46 | 0.03249
## power by group
part,internal (mW),leakage (nW),switching [mW]
registers,0,0,0
clock network,0,0,0
logic,0.265,0.733,0.0819
## Yosys cell counts (all sizes together)
cell / count
mux2: 27
xnor2: 6
nor4: 5
and3: 4
buf: 4
ha: 4
nand2: 3
nand3: 3
a211oi: 1
and4: 1
nand4: 1
xor2: 1
## layout by cell type (no fill, tap or decap)
| cell | Yosys | final |
|---|---|---|
| and4_1 | 1 | 1 |
| nand4_1 | 1 | 1 |
| nor4_2 | 0 | 3 |
| and3_4 | 0 | 4 |
| mux2_4 | 22 | 22 |
| clkdlybuf4s50_1 | 0 | 76 |
| buf_12 | 3 | 1 |
| mux2_2 | 5 | 5 |
| clkdlybuf4s15_1 | 0 | 2 |
| nand3_1 | 3 | 3 |
| ha_4 | 0 | 4 |
| buf_6 | 1 | 2 |
| dlygate4sd2_1 | 0 | 9 |
| nand2_1 | 3 | 3 |
| xnor2_1 | 6 | 6 |
| buf_2 | 0 | 4 |
| a211oi_2 | 1 | 1 |
| clkbuf_2 | 0 | 1 |
| xor2_1 | 1 | 1 |
| buf_4 | 0 | 12 |
| nor4_1 | 5 | 2 |
## per-layer routing
metal / track usage / up-vias
li1: - / 435
met1: 0.1022 / 364
met2: 0.1421 / 65
met3: 0.06818 / 0
met4: 0 / 0
met5: 0 / -
## tightest hold or removal path: cells and delay by family
kind                   cells  cell delay [ns]
and+or+nand+nor            1             0.07
buffers and inverters      3             0.36
AOI/OAI and AO/OA          1             0.06
## worst paths after layout
path,start,end,slack [ns],cells after the start
setup / recovery,exp_sub[1],exp_norm[8],0.04,7
hold / removal,mant_mult[47],sticky_bit,1.31,5
## cells by family after synthesis
logic type	count (synthesis)	synth area share
AOI/OAI and AO/OA	1	0.01841
xor gates and xnor gates	7	0.09024
muxes	27	0.5691
and+or+nand+nor	17	0.1436
adders and majority gates	4	0.07367
buffers and inverters	4	0.1050
## timing repair
action	4_1_cts	5_1_grt
gates resized	41	5
endpoints found under the hold margin	0	0
buffers inserted	1	0
endpoints found under the setup margin	11	3
pin swaps	6	2
Power figures rest on the tool's default switching activity, not on a simulated workload.
