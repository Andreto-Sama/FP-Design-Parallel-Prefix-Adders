===== flow/constraint.sdc =====
current_design exp_sub

set clk_period 12.3
set clk_io_pct 0.2

create_clock -name clk0 -period $clk_period

set non_clock_inputs [all_inputs -no_clocks]
set_input_delay [expr $clk_period * $clk_io_pct] -clock clk0 $non_clock_inputs
set_output_delay [expr $clk_period * $clk_io_pct] -clock clk0 [all_outputs]

===== flow/design.v =====
module exp_sub #(parameter ex_width = 8)(
    input logic [ex_width-1:0] Ea, Eb,           
    output logic [ex_width:0] d,                 
    output logic [ex_width-1:0] max_exp,         
    output logic sign_exp                        
);
    logic [ex_width-1:0] Ed, Ec;
    logic [ex_width:0]temp;
    always_comb begin
        sign_exp = (Eb > Ea);
        Ec = (sign_exp) ? (Eb) : (Ea);
        Ed = (sign_exp) ? (- Ea) : (- Eb); 
        max_exp = (sign_exp) ? Eb : Ea;           
    end
    BKA #(.width(ex_width)) BKA1(.A(Ec), .B(Ed), .sum(temp));   
    assign d = {1'b0, temp[ex_width-1:0]};
endmodule
module BKA #(parameter width = 16)
  (
    input [width-1:0] A, 
    input [width-1:0] B,
    output [width:0] sum
  );
  parameter depth = $clog2(width);
  parameter k = 2*depth;
  wire p[2*depth-1:0][width-1:0], g[2*depth-1:0][width-1:0];
  genvar i;
  generate
    for (i = 0; i < width; i = i + 1) begin : step_0
      assign p[0][i] = A[i] ^ B[i];
      assign g[0][i] = A[i] & B[i];
    end
  endgenerate
  genvar j;
  generate
    for(j = 1; j <= depth; j = j + 1) begin : computation_step_h1
      for (i = 0; i < width; i = i + 1) begin : computation_bit_h1
        if((i+1) % 2**j) begin  
          assign p[j][i] = p[j-1][i];
          assign g[j][i] = g[j-1][i];
        end 
        else begin
          assign p[j][i] = p[j-1][i] & p[j-1][i-(2**j-2**(j-1))];
          assign g[j][i] = (p[j-1][i] & g[j-1][i-(2**j-2**(j-1))]) | g[j-1][i];
  	end
      end
    end
  endgenerate
  generate
    for(j = depth - 1; j > 0; j = j - 1) begin : computation_step_h2
      for (i = 0; i < 2**j; i = i + 1) begin : computation_bit_h2_1
        assign p[k-j][i] = p[k-j-1][i];
        assign g[k-j][i] = g[k-j-1][i];
      end
      for (i = 2**j; i < width; i = i + 1) begin : computation_bit_h2_2
        if((i+1-2**(j-1)) % 2**j) begin  
          assign p[k-j][i] = p[k-j-1][i];
          assign g[k-j][i] = g[k-j-1][i];
        end 
        else begin
          assign p[k-j][i] = p[k-j-1][i] & p[k-j-1][i-2**(j-1)];
          assign g[k-j][i] = (p[k-j-1][i] & g[k-j-1][i-2**(j-1)]) | g[k-j-1][i];
  	end
      end
    end
  endgenerate
  assign sum[0] = p[0][0];
  generate
    for (i = 1; i < width; i = i + 1) begin : calculate_sum
      assign sum[i] = p[0][i] ^ g[k-1][i-1];
    end
  endgenerate
  assign sum[width] = g[k-1][width-1];
endmodule

===== flow/run.sh =====
#!/bin/bash
# OpenROAD 26Q1-2900-gdf79404cd8, Yosys 0.63+post, stock flow scripts
make -C /OpenROAD-flow-scripts/flow DESIGN_CONFIG=/design/flow/config.mk WORK_HOME=/design/flow/orfs finish

===== flow/config.mk =====
export PLATFORM = sky130hd
export DESIGN_NAME = exp_sub
export DESIGN_NICKNAME = exp_sub
export VERILOG_FILES = /design/flow/design.v
export SDC_FILE = /design/flow/constraint.sdc
export NUM_CORES = 4
export LEC_CHECK = 1
export CORE_AREA = 10 10 76 76
export DIE_AREA = 0 0 86 86

==> results.sh <==
# implementation run metrics
export IMPL_die_y_um=86
export IMPL_critPathArrivalTime_ns=6.83
export IMPL_nClkBuffers=0
export IMPL_antenna_found_initial=0
export IMPL_path_max_fanout=9
export IMPL_setup_viol=0
export IMPL_ios=34
export IMPL_start_kind="primary input"
export IMPL_p_per_area_nw_per_um2=66.12
export IMPL_routedWlPerCell_um=11.68
export IMPL_avgSynthCellArea_um2=7.924
export IMPL_finalSetupTns_ns=0
export IMPL_finalCritPeriodShare_pct=75.50
export IMPL_finalWorstPathRequiredPeriod_ns=9.286
export IMPL_syn_to_final_growth_pct=42.84
export IMPL_finalHoldViolCount=0
export IMPL_wirelength_um=2195
export IMPL_warning_count=33
export IMPL_crit_type="in -> out"
export IMPL_post_route_drc_count=0
export IMPL_cts_hold_fix_buffers=0
export IMPL_grt_pass1_wl_um=3677
export IMPL_hold_class="in -> out"
export IMPL_worstPathRequired_ns=9.84
export IMPL_ir_drop_v=0.00001598
export IMPL_netlist_area_um2=855.8
export IMPL_ys_cells=108
export IMPL_vias=747
export IMPL_final_max_slew_viol_count=0
export IMPL_post_cts_setup_buffers=0
export IMPL_layout_setup_ws_ns=3.014
export IMPL_track_usage_pct=5.835
export IMPL_port_buffers=33
export IMPL_grt_pass1_vias=790
export IMPL_synthCells=108
export IMPL_power_mw=0.08082
export IMPL_diodes=0
export IMPL_synth_distinct_cells=26
export IMPL_drive_gt1_share_pct=8.696
export IMPL_ys_area_um2=855.8
export IMPL_rsz0062_at_grt="no"
export IMPL_fmax_ghz=0.1077
export IMPL_yosysWarnings=2
export IMPL_nFlopsAndLatches=0
export IMPL_register_area_um2=0
export IMPL_core_area_um2=4115
export IMPL_pre_cts_ws_ns=2.995
export IMPL_fp_util_pct=20.80
export IMPL_synth_seq_share_pct=0
export IMPL_place_hpwl_um=2001
export IMPL_cts_resized=0
export IMPL_dr_pass1_iters=4
export IMPL_status="complete, no violations"
export IMPL_row_count=23
export IMPL_grt_overflow_total=0
export IMPL_detail_route_antenna_nets=0
export IMPL_vias_per_cell=3.973
export IMPL_drt_iter0_drc=32
export IMPL_die_area_um2=7396
export IMPL_end_kind="output pin"
export IMPL_maxCapViolations=0
export IMPL_gp_congestion=0.7438
export IMPL_die_x_um=86
export IMPL_power_leakage_nw=0.5529
export IMPL_grt_max_degree=14
where the power goes:
| group | switching (mW) | total [mW] | internal, mW |
|---|---|---|---|
| sequential | 0 | 0 | 0 |
| clock | 0 | 0 | 0 |
| combinational | 0.0297 | 0.0808 | 0.0511 |
| total | 0.0297 | 0.0808 | 0.0511 |
cells by family after synthesis:
family          synth area share [%]
compound gates                 13.45
xor+xnor                       15.35
buf+inv                        13.60
other cells                   0.4382
simple gates                   13.31
mux                            12.57
fa+ha+maj                      31.29
layout make-up:
type	count	area (um^2)
fill	452	2893
multi-input combinational	82	739.5
timing repair buffer	34	337.8
inverter	22	82.58
tap	50	62.56
worst paths after layout:
kind	slack (ns)	cells after the start	endpoint	from
setup / recovery	3.01	17	d[7]	Ea[5]
hold / removal	5.98	4	max_exp[0]	Ea[0]
placed cells by master (no fill, tap or decap), types with 3 or more instances in the layout:
cell / n
ha_1: 15
fa_1: 4
o21ai_0: 5
a21oi_1: 4
nor2_1: 4
mux2_2: 6
nand2_1: 6
xnor2_1: 15
nor3_1: 4
inv_1: 22
nand4_1: 3
mux2i_1: 4
clkdlybuf4s50_1: 33
per-stage QoR:
step / cell area (um^2) / hold slack, ns / util, % / cells
after CTS: 1222 / 6.007 / 29.71 / 188
after global placement: 1222 / 5.991 / 29.71 / 188
final: 1222 / 5.983 / 29.71 / 188
after floorplan: 855.8 / 4.972 / - / 108
after global routing: 1222 / 6.068 / 29.71 / 188
after detailed placement: 1222 / 6.008 / 29.71 / 188
routing by layer:
metal | routed length, um | part of all wire, % | vias up | track usage [%]
met2 | 1082 | 49 | 12 | 10.34
met3 | 109 | 5.0 | 0 | 1.144
met1 | 1003 | 46 | 323 | 7.523
met5 | 0 | 0 | - | 0
met4 | 0 | 0 | 0 | 0
li1 | - | - | 412 | -
worst max-delay path, cell delays in order:
cell and delay, ns:
clkdlybuf4s50_1 0.50, inv_1 0.09, ha_1 0.33, a211oi_2 0.21
nor2_1 0.09, o31ai_4 0.42, mux2_2 0.40, fa_1 0.41
a21o_1 0.17, a21oi_1 0.26, o21bai_1 0.10, a21oi_1 0.27
fa_1 0.24, xnor2_1 0.13, xnor2_1 0.15, xnor2_1 0.13
clkdlybuf4s50_1 0.47
synth_stat cells:
master | instances | area [um^2]
and3_1 | 1 | 6.260
buf_4 | 3 | 22.52
o21bai_1 | 1 | 7.510
inv_1 | 22 | 82.58
fa_1 | 4 | 80.08
nor3_1 | 4 | 20.02
nor2b_1 | 1 | 6.260
mux2i_1 | 4 | 40.04
conb_1 | 1 | 3.750
a21o_1 | 1 | 7.510
nor2_1 | 4 | 15.01
a21oi_2 | 1 | 8.760
a21oi_1 | 4 | 20.02
or2_2 | 1 | 6.260
buf_6 | 1 | 11.26
o21ai_0 | 5 | 25.02
or4bb_1 | 1 | 11.26
xnor2_1 | 15 | 131.4
nand2_1 | 6 | 22.52
o211ai_2 | 1 | 12.51
ha_1 | 15 | 187.7
mux2_2 | 6 | 67.56
nor3b_1 | 1 | 7.510
a211oi_2 | 1 | 12.51
o31ai_4 | 1 | 21.27
nand4_1 | 3 | 18.77
Power figures rest on the tool's default switching activity, not on a simulated workload.
